==> design.v <==
module crc #(
    parameter INPUT_WIDTH  = 8,
    parameter OUTPUT_WIDTH = 16,
    parameter INIT         = {16{1'b1}},
    parameter OUTPUT_XOR   = {16{1'b0}},
    parameter INPUT_INV    = 1'b0,
    parameter OUTPUT_INV   = 1'b0
) (
    input  wire [ (INPUT_WIDTH-1):0] data_in,
    input  wire                      crc_en,
    output wire [(OUTPUT_WIDTH-1):0] crc_out,
    input  wire                      rst,
    input  wire                      clk
);
    genvar ii;
    wire [ (INPUT_WIDTH-1):0] data_in_inv;
    wire [ (INPUT_WIDTH-1):0] data_in_inv_res;
    wire [(OUTPUT_WIDTH-1):0] crc_out_inv;
    wire [(OUTPUT_WIDTH-1):0] crc_out_inv_res;
    reg  [(OUTPUT_WIDTH-1):0] lfsr_q;
    reg  [(OUTPUT_WIDTH-1):0] lfsr_c;
    generate
        for (ii = 0; ii < INPUT_WIDTH; ii = ii + 1) begin
            assign data_in_inv[ii] = data_in[INPUT_WIDTH-ii-1];
        end
        for (ii = 0; ii < OUTPUT_WIDTH; ii = ii + 1) begin
            assign crc_out_inv[ii] = lfsr_q[OUTPUT_WIDTH-ii-1];
        end
    endgenerate
    assign data_in_inv_res = (INPUT_INV == 1'b1) ? (data_in_inv) : data_in;
    assign crc_out_inv_res = (OUTPUT_INV == 1'b1) ? (crc_out_inv) : lfsr_q;
    assign crc_out         = crc_out_inv_res ^ OUTPUT_XOR;
    always @(*) begin
        lfsr_c[0] = lfsr_q[8] ^ lfsr_q[12] ^ data_in_inv_res[0] ^ data_in_inv_res[4];
        lfsr_c[1] = lfsr_q[9] ^ lfsr_q[13] ^ data_in_inv_res[1] ^ data_in_inv_res[5];
        lfsr_c[2] = lfsr_q[10] ^ lfsr_q[14] ^ data_in_inv_res[2] ^ data_in_inv_res[6];
        lfsr_c[3] = lfsr_q[11] ^ lfsr_q[15] ^ data_in_inv_res[3] ^ data_in_inv_res[7];
        lfsr_c[4] = lfsr_q[12] ^ data_in_inv_res[4];
        lfsr_c[5] = lfsr_q[8] ^ lfsr_q[12] ^ lfsr_q[13] ^ data_in_inv_res[0] ^ data_in_inv_res[4] ^ data_in_inv_res[5];
        lfsr_c[6] = lfsr_q[9] ^ lfsr_q[13] ^ lfsr_q[14] ^ data_in_inv_res[1] ^ data_in_inv_res[5] ^ data_in_inv_res[6];
        lfsr_c[7] = lfsr_q[10] ^ lfsr_q[14] ^ lfsr_q[15] ^ data_in_inv_res[2] ^ data_in_inv_res[6] ^ data_in_inv_res[7];
        lfsr_c[8] = lfsr_q[0] ^ lfsr_q[11] ^ lfsr_q[15] ^ data_in_inv_res[3] ^ data_in_inv_res[7];
        lfsr_c[9] = lfsr_q[1] ^ lfsr_q[12] ^ data_in_inv_res[4];
        lfsr_c[10] = lfsr_q[2] ^ lfsr_q[13] ^ data_in_inv_res[5];
        lfsr_c[11] = lfsr_q[3] ^ lfsr_q[14] ^ data_in_inv_res[6];
        lfsr_c[12] = lfsr_q[4] ^ lfsr_q[8] ^ lfsr_q[12] ^ lfsr_q[15] ^ data_in_inv_res[0] ^ data_in_inv_res[4] ^ data_in_inv_res[7];
        lfsr_c[13] = lfsr_q[5] ^ lfsr_q[9] ^ lfsr_q[13] ^ data_in_inv_res[1] ^ data_in_inv_res[5];
        lfsr_c[14] = lfsr_q[6] ^ lfsr_q[10] ^ lfsr_q[14] ^ data_in_inv_res[2] ^ data_in_inv_res[6];
        lfsr_c[15] = lfsr_q[7] ^ lfsr_q[11] ^ lfsr_q[15] ^ data_in_inv_res[3] ^ data_in_inv_res[7];
    end  
    always @(posedge clk, posedge rst) begin
        if (rst) begin
            lfsr_q <= INIT;
        end else begin
            lfsr_q <= crc_en ? lfsr_c : lfsr_q;
        end
    end  
endmodule  
==> run.sh <==
#!/bin/bash
# OpenROAD 26Q1-2900-gdf79404cd8, Yosys 0.63+post, stock flow scripts
make -C /OpenROAD-flow-scripts/flow DESIGN_CONFIG=/design/flow/config.mk WORK_HOME=/design/flow/orfs finish
==> config.mk <==
export PLATFORM = sky130hd
export DESIGN_NAME = crc
export DESIGN_NICKNAME = crc
export VERILOG_FILES = /design/flow/design.v
export SDC_FILE = /design/flow/constraint.sdc
export NUM_CORES = 4
export LEC_CHECK = 1
export CORE_AREA = 10 10 91 91
export DIE_AREA = 0 0 101 101
==> constraint.sdc <==
current_design crc

set clk_period 2.2
set clk_io_pct 0.2

create_clock -name clk0 -period $clk_period [get_ports {clk}]

set non_clock_inputs [all_inputs -no_clocks]
set_input_delay [expr $clk_period * $clk_io_pct] -clock clk0 $non_clock_inputs
set_output_delay [expr $clk_period * $clk_io_pct] -clock clk0 [all_outputs]
==> out/results.txt <==
Worst path max stage delay -> 0.56 ns
P_leak -> 0.000464 uW
peak fanout along the critical path -> 3
CTS tree -> done
Peak supply drop -> 0.578 mV
GRT Util Overall -> 0.0426
CP cell instances -> clkdlybuf4s50_1
pin count of the biggest net entering global routing -> 25
Reg2Reg Launch Point -> lfsr_q[15]
DPL Wire Length -> 1670 um
crit path time final -> 1.73 ns
number of I/O pins -> 27
ys async rst share -> 1.00
RSZ-0062 raised after global routing -> false
Layout area overhead -> 47.4%
combinational group share of total power -> 0.549
EDFF count, synth -> 0
cells on worst reg2reg path -> 4
global-route wire length before repair -> 3420 um
diodes inserted -> 0
Critical Path RT -> 1.76 ns
slowest CP cell -> dfstp_2
via count -> 591
largest area contributor in the netlist -> dfstp_2
Pint -> 1440 uW
Synth top area share -> 0.483
fillers -> 679
Worst Hold Class -> flip-flop to flip-flop
crit path DAT -> 1.29 ns
NetSw -> 635 uW
Slew HR -> 0.590
vias per inst -> 3.27
Total Die Area -> 10200 um2
R2R Setup Slk -> 0.76 ns
clk sinks -> 16
fmax -> 578 MHz
fin. max-slew vios -> 0
drt wl/cell -> 11.5 um
Pwr Density -> 1620 nW/um2
Mapped Cells -> 74
Cell area leaders -> dfstp_2, xnor2_1, a21oi_1
ys cells -> 74
final hold slack -> 0.501 ns
Yosys cell types -> 14
CP endpoint kind -> primary output
CP startpoint kind -> flip-flop
post_cts resized -> 0
Reg area -> 420 um2
YS chip area -> 871 um2
Residual DRC -> 0
Setup Skew -> 0.00234 ns
Slew @ Worst Pin -> 0.615 ns
initial antenna violation count -> 0
fraction of power consumed by sequential logic -> 0.350
final hold vios -> 0
Crit path max-delay family -> flip-flops
htree depth -> 1
Syn Area/Cell -> 11.8 um2
crit path launch -> lfsr_q[12]
Post-synth top cells -> xnor2_1, dfstp_2, a21oi_1, nor2_1
TritonCTS Buffers -> 3
Largest Register -> lfsr_q
Initial DRT Pass Iterations -> 4
Seq/Total Area, Yosys -> 0.483
final worst setup slack -> 0.471 ns
vias in the first global route -> 642
top_reg_cell synth -> dfstp_2
WS Path Type -> flip-flop to primary output
Yosys reg bits -> 16
hold_buf cts -> 0
max_cap viols -> 0
Initial DRC Count -> 26
Fin Setup TNS -> 0 ns
clock tree buffer depth -> 2
share of post-route cells with drive strength above 1 -> 0.269
CTS clk-pin slew, worst paths -> 0.06 ns
most common cell in the netlist -> xnor2_1
Setup crit end -> crc_out[12]
final WL -> 2080 um
GP Congestion -> 0.695
Clock power frac -> 0.101
Comb gate area -> 439 um2
Reg2Reg Capture Point -> lfsr_q[12]
YS warnings -> 1
switching share of power -> 0.306
area of the core -> 6350 um2
row cnt -> 29
Late-Pin Clk Latency -> 0.24 ns
Setup Buffers After CTS -> 0
synthesized cell area -> 871 um2
Die Ht -> 101 um
Critical path buffers and inverters -> 1
status -> finished, final reports clean
max FFs per register -> 16
GRT overflow -> 0
# setup viols final -> 0
post-layout period usage -> 0.786
count of tool warnings -> 25
IO buf count -> 26
CTS root buf -> clkbuf_8
post-place setup slack -> 0.259 ns
Largest regs -> lfsr_q (16)
fp_density -> 0.137
die width -> 101 um
ANT nets after route -> 0
Worst path depth -> 1
==> stage by stage <==
step                area [um2]  cells  utilization  power [uW]
finish                    1280    181        0.202        2070
global route              1280    181        0.202        2260
CTS                       1280    181        0.202        2130
detailed placement        1240    178        0.196        1900
global placement          1240    178        0.196        1890
floorplan                  871     74            -        1400
==> cell usage in the layout, fill, tap and decap left out <==
master and count:
clkdlybuf4s50_1 26, xnor2_1 25, dfstp_2 16, nor2_1 8
a21oi_1 8, xor2_1 3, mux2_2 3, clkbuf_8 3
buf_4 3, nand2_1 2, nor2b_1 2, xor2_2 1
xnor2_2 1, mux2_4 1, inv_1 1, xnor3_1 1
==> layer usage <==
layer	global-route usage	wire [um]	vias up
met5	0	0	-
met4	0.00322	0	0
met3	0.0284	278	0
met2	0.0629	973	16
met1	0.0529	830	280
li1	-	-	295
==> cell type report <==
type                            count  area share
Inverter                            1     0.00292
Multi-Input combinational cell     55       0.342
Sequential cell                    16       0.327
Timing Repair Buffer               29       0.220
Clock buffer                        3      0.0322
Tap cell                           77      0.0750
==> worst min path at each step <==
stage	from	slack, ns	depth (start not counted)	endpoint
CTS	lfsr_q[4]	0.51	2	lfsr_q[4]
finish	lfsr_q[4]	0.50	2	lfsr_q[4]
global route	lfsr_q[12]	0.52	1	lfsr_q[12]
==> kinds of logic (layout without fill, tap and decap cells) <==
family | count (synthesis) | count (layout) | synth area share
XOR/XNOR | 31 | 31 | 0.345
buffers and inverters | 3 | 33 | 0.0129
flip-flops | 16 | 16 | 0.483
multiplexers | 4 | 4 | 0.0560
AND/OR/NAND/NOR | 12 | 12 | 0.0575
AND-OR/OR-AND | 8 | 8 | 0.0460
==> worst register-to-register path: stages, from the launching register on <==
cell and delay [ns]:
dfstp_2 0.56, xnor2_2 0.16, xnor3_1 0.44, nand2_1 0.09, xnor2_1 0.11
==> power by group through the flow <==
stage     Combinational, uW  Clock [uW]  Sequential (uW)
4_1_cts                1180         224              732
5_1_grt                1260         239              761
6_report               1140         210              726
Power figures rest on the tool's default switching activity, not on a simulated workload.
